==> /design/flow/design.v <==
module fifo_top (
  input        rst, clk, en, push_in, pop_in,
  input  [7:0] din,
  output [7:0] dout,
  output       empty, full, overrun, underrun,
  input  [3:0] threshold,
  output       thre_trigger
);
  reg [7:0] mem [0:15];
  reg [4:0] waddr;
  logic push, pop;
  assign push = push_in & ~full_t;
  assign pop  = pop_in  & ~empty_t;
  reg empty_t;
  always @(posedge clk or posedge rst) begin
    if (rst)
      empty_t <= 1'b1;
    else case ({push, pop})
      2'b01:   empty_t <= (waddr <= 5'd1) | ~en;
      2'b10:   empty_t <= 1'b0;
      default: ;
    endcase
  end
  reg full_t;
  always @(posedge clk or posedge rst) begin
    if (rst)
      full_t <= 1'b0;
    else case ({push, pop})
      2'b10:   full_t <= (waddr >= 5'd15) | ~en;
      2'b01:   full_t <= 1'b0;
      default: ;
    endcase
  end
  assign dout = mem[0];
  always @(posedge clk or posedge rst) begin
    if (rst)
      waddr <= 5'h0;
    else case ({push, pop})
      2'b10: if (waddr < 5'd16 && !full_t) waddr <= waddr + 1;
      2'b01: if (waddr != 0 && !empty_t)   waddr <= waddr - 1;
      default: ;
    endcase
  end
  always @(posedge clk) begin
    case ({push, pop})
      2'b01: begin
        for (int i = 0; i < 15; i++) mem[i] <= mem[i+1];
        mem[15] <= 8'h00;
      end
      2'b10: begin
        mem[waddr[3:0]] <= din;
      end
      2'b11: begin
        for (int i = 0; i < 15; i++) mem[i] <= mem[i+1];
        mem[15] <= 8'h00;
        if (waddr > 0) mem[waddr[3:0]-1] <= din;
      end
      default: ;
    endcase
  end
  reg overrun_t, underrun_t;
  always @(posedge clk or posedge rst) begin
    if (rst) begin overrun_t <= 0; underrun_t <= 0; end
    else begin
      overrun_t  <= push_in & full_t;
      underrun_t <= pop_in  & empty_t;
    end
  end
  reg thre_t;
  always @(posedge clk or posedge rst) begin
    if (rst) thre_t <= 1'b0;
    else if (push ^ pop)
      thre_t <= (waddr >= {1'b0, threshold});
  end
  assign empty     = empty_t;
  assign full      = full_t;
  assign overrun   = overrun_t;
  assign underrun  = underrun_t;
  assign thre_trigger = thre_t;
endmodule
==> /design/flow/run.sh <==
#!/bin/bash
# OpenROAD 26Q1-2900-gdf79404cd8, Yosys 0.63+post, stock flow scripts
make -C /OpenROAD-flow-scripts/flow DESIGN_CONFIG=/design/flow/config.mk WORK_HOME=/design/flow/orfs finish
==> /design/flow/config.mk <==
export PLATFORM = sky130hd
export DESIGN_NAME = fifo_top
export DESIGN_NICKNAME = fifo_top
export VERILOG_FILES = /design/flow/design.v
export SDC_FILE = /design/flow/constraint.sdc
export NUM_CORES = 4
export LEC_CHECK = 1
export CORE_UTILIZATION = 30
==> /design/flow/constraint.sdc <==
current_design fifo_top

set clk_period 3.9
set clk_io_pct 0.2

create_clock -name clk0 -period $clk_period [get_ports {clk}]

set non_clock_inputs [all_inputs -no_clocks]
set_input_delay [expr $clk_period * $clk_io_pct] -clock clk0 $non_clock_inputs
set_output_delay [expr $clk_period * $clk_io_pct] -clock clk0 [all_outputs]
==> impl_metrics.json <==
{
  "htreeDepth": 4,
  "gp_congestion": 0.855,
  "totalPowerFinal_mw": 5.77,
  "grt_pass1_wl_um": 20200,
  "vias": 3643,
  "cts_made_buffers": 17,
  "numSynthFlops": 138,
  "critPathLaunch": "push_in",
  "cts_max_path_buffers": 2,
  "tns_ns": 0,
  "tightest_slew_ns": 0.852,
  "wl_um": 11900,
  "synthCells": 438,
  "vias_per_cell": 4.74,
  "reg2reg_to": "mem[1][2]$_DFFE_PP_",
  "r2r_cells": 7,
  "initial_utilization_pct": 30.6,
  "worstSetupStartpointType": "input port",
  "timing.final.ws_setup_ns": 0.593,
  "syn_area_sq_um": 6700,
  "rsz0062_at_grt": "false",
  "drtPass1Iterations": 4,
  "hp-start": "thre_t$_DFFE_PP0P_",
  "drive_above_1_share_pct": 38.7,
  "hold_buffers": 0,
  "critPathSlowestCell": "clkdlybuf4s50_1",
  "holdPathStages": 2,
  "drtAntennaViolNets": 0,
  "num_rows": 54,
  "grt.overflow.total": 0,
  "cp-end-kind": "flip-flop",
  "crit_family": "AND-OR/OR-AND gates",
  "antenna_found_initial": 0,
  "worstPathArrival_ns": 3.39,
  "ff_type": "edfxtp_1",
  "design.core.area_sq_um": 21900,
  "fmax_mhz": 302,
  "edf_count": 128,
  "n_antenna_cell": 0,
  "cts.sinks": 138,
  "synthArstFlopShare_pct": 7.25,
  "yosys_area_sq_um": 6700,
  "fillers": 2051,
  "power_density_nw_per_um2": 731,
  "tool_warnings": 30,
  "wl_per_cell_um": 15.5,
  "ctsRootBufferMaster": "clkbuf_16",
  "cap_violations": 0,
  "rr_startpoint": "waddr[1]$_DFFE_PP0P_",
  "grt_pass1_vias": 3930,
  "io_pins": 30,
  "worst_skew_pair.late_latency_ns": 0.42,
  "ys_seq_share_pct": 61.1,
  "path_cells": "clkdlybuf4s50_1 -> nor2b_1 -> ha_1 -> nand2_1 -> a221oi_2 -> a31o_2 -> a21o_1 -> nand2b_1",
  "avgSynthCellArea_sq_um": 15.3,
  "whs_endpoint": "thre_t$_DFFE_PP0P_",
  "cts_resized": 0,
  "critPathMaxStageDelay_ns": 0.47,
  "synth_cell_types": 65,
  "max_slew_margin_pct": 43.2,
  "grt_use_total_pct": 11.8,
  "post_cts_buffers": 0,
  "ff2ff_setup_slack_ns": 0.81,
  "critical_path_class": "in -> reg",
  "dieArea_sq_um": 22900,
  "yosys_cells": 438,
  "setup_violations": 0,
  "final_hold_viol_count": 0,
  "place_ws_ns": 0.197,
  "path_clk_slew_ns": 0.06,
  "ir_drop_uv": 321,
  "fin_crit_sh_pct": 84.8,
  "status": "finished clean",
  "yosys_warnings": 1,
  "worstPathMaxFanout": 10,
  "slew_viol_final": 0,
  "skew_ns": 0.00739,
  "p_leak_nw": 2.81,
  "hold_class": "reg -> reg",
  "dpl.hpwl_um": 8090,
  "area.growth.synth_to_final_pct": 17.9,
  "cts_tree": "done",
  "port_buffers": 29,
  "die_width_um": 151,
  "drtIter0Drc": 134,
  "dieHeight_um": 151,
  "grt_start_max_net_pins": 26,
  "layout_min_cycle_time_ns": 3.31,
  "cp_data_required_time_ns": 3.98,
  "drc": 0,
  "crit_buf_inv": 1
}
[logic make-up after synthesis]
family / share of synthesized area (%)
buf+inv: 2.11
mux: 20.3
flops: 61.1
fa+ha+maj: 2.24
compound gates: 6.31
simple gates: 7.36
xor+xnor: 0.523
[sequential cells by signal, indices dropped and copies added (netlist names)]
name        cells
underrun_t      1
overrun_t       1
empty_t         1
mem           128
full_t          1
thre_t          1
waddr           5
[report_power, final]
group / switching (mW) / internal, mW
clock: 0.677 / 0.848
sequential: 0.228 / 2.41
combinational: 0.840 / 0.765
[synth_stat cells, drive strengths merged (3+ instances only)]
library cell,count,share of area [%]
inv,11,0.62
edfxtp,128,57
nand2,20,1.2
nor2,13,0.77
and3,3,0.43
mux2,120,20
buf,10,0.82
a31oi,3,0.60
nand2b,8,0.75
nor3,7,0.60
and2,11,1.1
dfrtp,9,3.4
nand3,5,0.45
nand3b,3,0.34
a22o,3,0.39
a21oi,7,0.80
ha,12,2.2
clkbuf,12,0.67
a21o,6,0.67
o21ai,10,0.97
[tightest hold or removal path, stage by stage (launching register included)]
cell     delay [ns]
dfrtp_1        0.34
nand2_1        0.04
o21ai_0        0.07
[worst max path at each step]
stage / to / slack, ns / cells past startpoint
4_1_cts: mem[11][7]$_DFFE_PP_ / 0.64 / 8
5_1_grt: mem[11][7]$_DFFE_PP_ / 0.43 / 8
6_report: mem[11][1]$_DFFE_PP_ / 0.59 / 8
[final cells by class]
type	instances	area, sq um	share of cell area, %
flip-flops and latches	138	4100	51.9
multi-input cells	267	2460	31.2
clock buffers	17	425	5.39
repair buffers	41	380	4.82
well taps	280	350	4.44
clock inverters	15	140	1.77
inverters	11	41.3	0.523
[per-layer routing]
metal | share of wire (%) | up-vias | global-route usage [%]
met1 | 45 | 1771 | 17.0
met2 | 49 | 87 | 19.0
met4 | 1.2 | 0 | 1.65
met3 | 4.8 | 10 | 3.35
met5 | 0 | - | 0
li1 | - | 1775 | -
[layout by cell type (no fill, tap or decap), types with 2 or more instances in the layout]
cell type	netlist	final
o22ai_1	2	2
nand3b_1	3	3
a31o_2	2	2
a21o_1	6	6
nand2b_1	8	8
nor2b_1	2	2
ha_1	12	12
inv_6	0	9
mux2_1	4	4
clkbuf_16	0	17
nor4_1	2	2
a21oi_1	4	4
nand3_1	4	4
xor2_1	2	2
o21ai_0	8	8
edfxtp_1	128	128
a22o_1	3	3
and2_1	10	10
buf_4	2	12
nor2_1	12	12
nand2_1	18	18
a211oi_1	2	2
mux2_2	116	116
nor3_1	6	6
dfrtp_1	9	9
a21oi_2	2	2
xnor2_1	2	2
inv_1	10	10
and3_4	2	2
nand2_2	2	2
inv_8	0	4
clkdlybuf4s50_1	0	29
[per-stage QoR]
step	area [sq um]	utilization, %	hold WS [ns]	cells
after global placement	7330	33.5	0.472	737
final	7900	36.1	0.486	769
after CTS	7900	36.1	0.491	769
after detailed placement	7330	33.5	0.476	737
after global routing	7900	36.1	0.552	769
after floorplan	6700	-	0.426	438
