`flow/config.mk`:
```
export PLATFORM = sky130hd
export DESIGN_NAME = uart_rx_top
export DESIGN_NICKNAME = uart_rx_top
export VERILOG_FILES = /design/flow/design.v
export SDC_FILE = /design/flow/constraint.sdc
export NUM_CORES = 4
export LEC_CHECK = 1
export CORE_UTILIZATION = 30
```
`flow/constraint.sdc`:
```
current_design uart_rx_top

set clk_period 3.0
set clk_io_pct 0.2

create_clock -name clk0 -period $clk_period [get_ports {clk}]

set non_clock_inputs [all_inputs -no_clocks]
set_input_delay [expr $clk_period * $clk_io_pct] -clock clk0 $non_clock_inputs
set_output_delay [expr $clk_period * $clk_io_pct] -clock clk0 [all_outputs]
```
`flow/design.v`:
```
module uart_rx_top (
  input        clk, rst, baud_pulse, rx, sticky_parity, eps,
  input        pen,
  input  [1:0] wls,
  output reg   push,
  output reg   pe, fe, bi,
  output reg [7:0] dout
);
  typedef enum logic [2:0] {IDLE=0, START=1, READ=2, PARITY=3, STOP=4} state_t;
  state_t state;
  reg       rx_d1;
  reg       start_detected;
  reg [2:0] bitcnt;
  reg [3:0] count;
  reg       parity_accum;
  always @(posedge clk or posedge rst) begin
    if (rst) rx_d1 <= 1'b1;
    else     rx_d1 <= rx;
  end
  always @(posedge clk or posedge rst) begin
    if (rst)
      start_detected <= 1'b0;
    else if (rx_d1 & ~rx)
      start_detected <= 1'b1;
    else if (state != IDLE)
      start_detected <= 1'b0;
  end
  always @(posedge clk or posedge rst) begin
    if (rst) begin
      state        <= IDLE;
      push         <= 1'b0;
      pe           <= 1'b0;
      fe           <= 1'b0;
      bi           <= 1'b0;
      bitcnt       <= 3'd0;
      count        <= 4'd0;
      parity_accum <= 1'b0;
      dout         <= 8'd0;
    end
    else begin
      push <= 1'b0;
      if (baud_pulse) begin
        case (state)
          IDLE: begin
            if (start_detected) begin
              state <= START;
              count <= 4'd15;
            end
          end
          START: begin
            count <= count - 4'd1;
            if (count == 4'd8) begin
              if (rx) state <= IDLE;
            end
            else if (count == 4'd0) begin
              state        <= READ;
              count        <= 4'd15;
              bitcnt       <= {1'b1, wls};
              parity_accum <= 1'b0;
            end
          end
          READ: begin
            count <= count - 4'd1;
            if (count == 4'd8) begin
              case (wls)
                2'b00: dout <= {3'b000, rx, dout[4:1]};
                2'b01: dout <= {2'b00,  rx, dout[5:1]};
                2'b10: dout <= {1'b0,   rx, dout[6:1]};
                2'b11: dout <= {rx, dout[7:1]};
              endcase
              parity_accum <= parity_accum ^ rx;
            end
            else if (count == 4'd0) begin
              if (bitcnt == 3'd0) begin
                if (pen)  state <= PARITY;
                else      state <= STOP;
                count <= 4'd15;
              end else begin
                bitcnt <= bitcnt - 3'd1;
                count  <= 4'd15;
              end
            end
          end
          PARITY: begin
            count <= count - 4'd1;
            if (count == 4'd8) begin
              case ({sticky_parity, eps})
                2'b00: pe <= (rx != ~parity_accum);
                2'b01: pe <= (rx != parity_accum);
                2'b10: pe <= (rx != 1'b1);
                2'b11: pe <= (rx != 1'b0);
              endcase
            end
            else if (count == 4'd0) begin
              state <= STOP;
              count <= 4'd15;
            end
          end
          STOP: begin
            count <= count - 4'd1;
            if (count == 4'd8) begin
              fe   <= ~rx;
              bi   <= ~rx & ~|dout;
              push <= 1'b1;
            end
            else if (count == 4'd0)
              state <= IDLE;
          end
          default: state <= IDLE;
        endcase
      end
    end
  end
endmodule
```
`flow/run.sh`:
```
#!/bin/bash
# OpenROAD 26Q1-2900-gdf79404cd8, Yosys 0.63+post, stock flow scripts
make -C /OpenROAD-flow-scripts/flow DESIGN_CONFIG=/design/flow/config.mk WORK_HOME=/design/flow/orfs finish
```
==> results_dict.tcl <==
# metrics dict for downstream scripts
set metrics [dict create \
    area_leaders "dfrtp_1 42%, mux2_1 3.9%, a21oi_1 3.5%" \
    grtUsageTotal 0.1221 \
    xor_area_frac 0.01829 \
    ys_seq_frac 0.4364 \
    routedWlPerCell_um 12.95 \
    rsz0062_at_grt "no" \
    ys_types 50 \
    hold_class "reg -> reg" \
    ys_sh_simple 0.2108 \
    ios 21 \
    most_common_cell "dfrtp_1" \
    grt_max_degree 26 \
    fp.coreArea_sq_mm 0.004474 \
    syn_to_final_growth_pct 19.43 \
    whs_ns 0.5007 \
    wl_um 2771 \
    gp_congestion 0.8281 \
    drv_slew 0 \
    cts-resized-gates 0 \
    warnings 26 \
    drc_errors 0 \
    status "finished, final reports clean" \
    ir_drop_mv 0.4578 \
    cp_num_buf_inv 1 \
    required_ns 3.16 \
    diodes 0 \
    ys.flop_type "dfrtp_1" \
    hpwl_um 1998 \
    min_period_over_period 0.7114 \
    postCtsHoldBufs 0 \
    cp_max_fo 10 \
    cts_tree "built" \
    grt_first_pass_wirelength_um 4974 \
    initCoreUtil 0.3210 \
    slew_headroom 0.7037 \
    hold_viol 0 \
    synth.top_cell.area_share 0.4181 \
    clock_path_buffers 2 \
    cts.clk_slew.worst_paths_ns 0.09 \
    cap_violations 0 \
    yosysTopAreaCell "dfrtp_1" \
    vias 1133 \
    post_cts_buffers 0 \
    cp_cell_sequence "clkdlybuf4s50_1 > nor2b_1 > nand2_1 > a21oi_1 > mux2_2" \
    mux_share 0.06185 \
    skew_ns 0.005521 \
    synthArstFlopShare 1.000 \
    routed_via_density 5.294 \
    die_x_um 71.20 \
    critPathTopFamily "buffers and inverters" \
    firstDrtPassIters 20 \
    clock_latency_ns 0.27 \
    layout_setup_ws_ns 0.8658 \
    port_buffers 20 \
    yosys-top-cells-count "24 x dfrtp_1, 11 x nand2_1, 11 x nor2_1" \
    drt_iter0_markers 88 \
    cts.sinks 25 \
    postRouteAntennaNets 0 \
    rows 24 \
    yosys_cells 145 \
    yosys_area_sq_mm 0.001436 \
    die_h_um 71.20 \
    overflow 0 \
    numCtsBuffers 3 \
    finalPower_uw 1419 \
    cts_max_level 1 \
    synthTopLogicFamily "simple AND/OR/NAND/NOR gates" \
    enable_flop_cells 0 \
    period_needed_ns 2.134 \
    synth_cells 145 \
    p_per_area_mw_per_mm2 827.0 \
    final_util 0.3834 \
    max_freq_mhz 468.6 \
    post-place-ws_ns 0.5805 \
    critPathKind "in -> reg" \
    antenna_found_initial 0 \
    synth.cellmix.adderShare 0.02613 \
    chipArea_sq_mm 0.005069 \
    synth-seq-cells 25 \
    max_stage_delay_ns 0.70 \
    start_kind "input pin" \
    compound_area_frac 0.1934 \
    end_kind "register" \
    syn_area_per_cell_sq_um 9.906 \
    ys_warn_count 1 \
    cp_data_arrival_time_ns 2.30 \
    critical_path.slowest_cell "clkdlybuf4s50_1" \
    setup_tns_ns 0 \
    grt_pass1_vias 1058 \
    cts-root-buf "clkbuf_8" \
    synth_area_sq_mm 0.001436 \
    setup_viol_count_final 0 \
    tightest_slew_ns 0.4445 \
    drive_gt1_frac 0.1049 \
    static-leakage-power_uw 0.0007595 \
]
final timing paths:
path | startpoint | endpoint | slack [ns] | depth (start not counted)
min in group asynchronous | rst | dout[0]$_DFFE_PP0P_ | 0.66 | 3
min reg2reg | fe$_DFFE_PP0P_ | fe$_DFFE_PP0P_ | 0.50 | 1
max reg2reg | state[1]$_DFFE_PP0P_ | dout[0]$_DFFE_PP0P_ | 1.07 | 3
max in group asynchronous | rst | rx_d1$_DFF_PP1_ | 2.04 | 3
max | baud_pulse | bitcnt[1]$_DFFE_PP0P_ | 0.87 | 5
min | fe$_DFFE_PP0P_ | fe$_DFFE_PP0P_ | 0.50 | 1
routing by layer:
layer,up-vias,global-route usage,part of all wire
li1,557,-,-
met1,533,0.1996,0.49
met2,43,0.1841,0.45
met3,0,0.01879,0.065
met4,0,0.006667,0
met5,-,0,0
report_power, final:
| group | internal (uW) | total, uW | leakage (uW) | switching (uW) |
|---|---|---|---|---|
| combinational | 334 | 608 | 0.000423 | 273 |
| sequential | 453 | 608 | 0.000315 | 155 |
| clock | 94.0 | 203 | 0.0000217 | 109 |
metrics by stage:
step | cells | instance area, sq um
finish | 214 | 1715
global route | 214 | 1715
CTS | 214 | 1715
detailed placement | 210 | 1667
global placement | 210 | 1667
floorplan | 145 | 1436
cells in the final DEF (no fill, tap or decap), types with 2 or more instances in the layout:
master	instances
a32o_1	2
a211oi_1	2
o21ai_0	2
clkdlybuf4s50_1	20
nor2b_1	4
mux2_1	5
nor2_1	11
clkbuf_8	3
o22a_1	2
o21ai_1	7
nor3b_2	3
ha_1	3
nor3_1	4
mux2_2	2
inv_1	9
a21o_1	2
xnor2_1	2
a21oi_1	10
dfrtp_1	24
nand4_1	3
nand3_1	2
nand2_1	11
cells by family (layout without fill, tap and decap cells):
logic type / Yosys count / count (layout)
AOI/OAI and AO/OA: 40 / 40
xor gates and xnor gates: 3 / 3
adders and majority gates: 3 / 3
buffers and inverters: 17 / 34
DFF: 25 / 25
muxes: 8 / 8
and+or+nand+nor: 49 / 49
cell type report:
type | instances | area (sq um)
fillers | 420 | 2759
multi-input cells | 103 | 733.2
flip-flops and latches | 25 | 626.9
repair buffers | 21 | 207.7
well taps | 52 | 65.06
clock buffers | 3 | 41.29
inverters | 9 | 33.78
clock inverters | 1 | 7.507
sequential cells by signal, summed over array words and instances (netlist names):
name            flops
state               3
start_detected      1
rx_d1               1
count               4
bi                  1
parity_accum        1
fe                  1
bitcnt              3
push                1
pe                  1
dout                8
Power and IR drop assume default switching activity.
