--- design/flow/config.mk ---
export PLATFORM = sky130hd
export DESIGN_NAME = uart_tx_top
export DESIGN_NICKNAME = uart_tx_top
export VERILOG_FILES = /design/flow/design.v
export SDC_FILE = /design/flow/constraint.sdc
export NUM_CORES = 4
export LEC_CHECK = 1
export CORE_AREA = 10 10 106 106
export DIE_AREA = 0 0 116 116
--- design/flow/constraint.sdc ---
current_design uart_tx_top

set clk_period 4.7
set clk_io_pct 0.2

create_clock -name clk0 -period $clk_period [get_ports {clk}]

set non_clock_inputs [all_inputs -no_clocks]
set_input_delay [expr $clk_period * $clk_io_pct] -clock clk0 $non_clock_inputs
set_output_delay [expr $clk_period * $clk_io_pct] -clock clk0 [all_outputs]
--- design/flow/design.v ---
module uart_tx_top (
  input        clk, rst, baud_pulse, pen, thre, stb,
  input        sticky_parity, eps, set_break,
  input  [7:0] din,
  input  [1:0] wls,
  output reg   pop, sreg_empty, tx
);
  typedef enum logic [1:0] {IDLE=0, START=1, SEND=2, PARITY=3} state_t;
  state_t state;
  reg [7:0] shft_reg;
  reg       tx_data;
  reg       d_parity;
  reg [2:0] bitcnt;
  reg [4:0] count;
  reg       parity_out;
  always @(posedge clk or posedge rst) begin
    if (rst) begin
      state      <= IDLE;
      count      <= 5'd15;
      bitcnt     <= 3'd0;
      shft_reg   <= 8'h00;
      pop        <= 1'b0;
      sreg_empty <= 1'b1;
      tx_data    <= 1'b1;
      d_parity   <= 1'b0;
      parity_out <= 1'b0;
    end
    else begin
      pop <= 1'b0;
      if (baud_pulse) begin
        case (state)
          IDLE: begin
            if (!thre) begin
              if (count != 5'd0)
                count <= count - 5'd1;
              else begin
                pop        <= 1'b1;
                shft_reg   <= din;
                sreg_empty <= 1'b0;
                tx_data    <= 1'b0;
                bitcnt     <= {1'b1, wls};
                count      <= 5'd15;
                state      <= START;
              end
            end else begin
              sreg_empty <= 1'b1;
              count      <= 5'd15;
            end
          end
          START: begin
            if (count != 5'd0)
              count <= count - 5'd1;
            else begin
              case (wls)
                2'b00: d_parity <= ^shft_reg[4:0];
                2'b01: d_parity <= ^shft_reg[5:0];
                2'b10: d_parity <= ^shft_reg[6:0];
                2'b11: d_parity <= ^shft_reg[7:0];
              endcase
              tx_data  <= shft_reg[0];
              shft_reg <= shft_reg >> 1;
              count    <= 5'd15;
              state    <= SEND;
            end
          end
          SEND: begin
            case ({sticky_parity, eps})
              2'b00: parity_out <= ~d_parity;
              2'b01: parity_out <=  d_parity;
              2'b10: parity_out <= 1'b1;
              2'b11: parity_out <= 1'b0;
            endcase
            if (bitcnt != 3'd0) begin
              if (count != 5'd0)
                count <= count - 5'd1;
              else begin
                tx_data  <= shft_reg[0];
                shft_reg <= shft_reg >> 1;
                bitcnt   <= bitcnt - 3'd1;
                count    <= 5'd15;
              end
            end else begin
              if (count != 5'd0)
                count <= count - 5'd1;
              else begin
                sreg_empty <= 1'b1;
                if (pen) begin
                  tx_data <= parity_out;
                  count   <= 5'd15;
                  state   <= PARITY;
                end else begin
                  tx_data <= 1'b1;
                  count   <= (!stb) ? 5'd15 : (wls == 2'b00) ? 5'd23 : 5'd31;
                  state   <= IDLE;
                end
              end
            end
          end
          PARITY: begin
            if (count != 5'd0)
              count <= count - 5'd1;
            else begin
              tx_data <= 1'b1;
              count   <= (!stb) ? 5'd15 : (wls == 2'b00) ? 5'd23 : 5'd31;
              state   <= IDLE;
            end
          end
          default: state <= IDLE;
        endcase
      end
    end
  end
  always @(posedge clk or posedge rst) begin
    if (rst)
      tx <= 1'b1;
    else
      tx <= tx_data & ~set_break;
  end
endmodule
--- design/flow/run.sh ---
#!/bin/bash
# OpenROAD 26Q1-2900-gdf79404cd8, Yosys 0.63+post, stock flow scripts
make -C /OpenROAD-flow-scripts/flow DESIGN_CONFIG=/design/flow/config.mk WORK_HOME=/design/flow/orfs finish
==> flow_summary.toml <==
# implementation run metrics
[die]
die-area_um2 = 13500
die_h_um = 116
rows = 34
fp_util = 0.179
die_w_um = 116
io_pins = 22
coreArea_um2 = 8850

[power_and_ir_drop]
p_total_mw = 1.07
switching_share = 0.393
ir_worst_vdd_v = 0.000160
power.leakage_nw = 0.784
comb_power_share = 0.474
p_int_mw = 0.647
switchingPower_mw = 0.419
p_clk_frac = 0.125
power.density_nw_per_um2 = 544
p_seq_frac = 0.402

[cts]
hold_buffers = 0
clock-sinks = 26
post_cts_resized = 0
htreeDepth = 1
cts_tree = "built"
clk_pin_slew_ns = 0.09
clockBufferDepth = 2
clock-root-buffer = "clkbuf_8"
insertion_delay_ns = 0.27
cts_made_buffers = 3
post-cts-setup-buffer-count = 0

[setup_path]
cp_max_fo = 18
slowest_stage = "clkdlybuf4s50_1"
worst_setup_path_start_kind = "primary input"
required_ns = 4.90
r2r_slack_ns = 2.64
cp_cell_sequence = "clkdlybuf4s50_1 > nand4_1 > nor2_2 > nor2_1 > a21oi_1"
crit_buf_inv = 1
cp.arrival_ns = 2.84
max_stage_delay_ns = 0.84
critPathKind = "primary input to flip-flop"
cp-end-kind = "flip-flop"
crit_family = "simple AND/OR/NAND/NOR gates"

[placement]
numPortBuffers = 21
gp_congestion = 0.846
place_inst = 298
dpl.hpwl_mm = 2.83

[final_timing]
slew_headroom = 0.451
finalHoldViolations = 0
timing.fmax_mhz = 380
tns_ns = 0
fin_crit_sh = 0.560
fin_crit_ns = 2.63
tightest_slew_ns = 0.820
finClkSkew_ns = 0.00327
maxSlewViolCount = 0
setup_viol = 0
rsz0062_at_grt = "false"

[synth]
ys_cells = 174
dominantRegCellSynth = "dfrtp_1"
edf_count = 0
synth_cells = 174
syn-cell-area_um2 = 1590
synthTopCellsByCount = "nor2_1, dfrtp_1, nand2_1"
async_flop_share = 1.00
synthDistinctLibCells = 45
synth_seq_share = 0.417
yosys_warnings = 1
yosysTopAreaCell = "dfrtp_1"
syn_area_per_cell_um2 = 9.11
top_cells_by_area = "dfrtp_1, dfstp_2, mux2i_1, a21oi_1, nor2_1"
top_cell = "nor2_1"
synth_chip_area_um2 = 1590
top_cell_area_share = 0.284
synth-seq-cells = 26

[grt]
overflow = 0
grt_pass1_wl_mm = 6.38
grt_max_degree = 27
antenna_found_initial = 0
grt_pass1_vias = 1261
grt_usage = 0.0582

[cells_and_area]
drive_gt1_frac = 0.0979
layout-area-overhead-vs-synth_pct = 23.7
finalNonFillerCells = 302
n_fill_cell = 975
largest_reg_flops = 8

[run_status]
status = "complete, no violations"

[worst_hold_path]
hold_path.class = "flip-flop to flip-flop"

[job]
max-cap-violations = 0
warnings = 27

[drt]
via_count = 1318
drc_errors = 0
antennaDiodeCount = 0
wirelength_mm = 3.68
wl_per_cell_um = 12.2
drtAntennaViolNets = 0
vias_per_cell = 4.36
drtPass1Iterations = 4
drtIter0Drc = 80
==> per-stage QoR <==
stage	cell area (um2)	utilization	setup slack [ns]	hold WS, ns
after floorplan	1590	-	2.76	0.440
after global placement	1920	0.216	1.82	0.458
after detailed placement	1920	0.216	1.81	0.466
after CTS	1960	0.222	2.06	0.489
after global routing	1960	0.222	1.81	0.498
final	1960	0.222	2.07	0.482
==> cell families (layout without fill, tap and decap cells) <==
| kind of cell | Yosys count | in the layout | synth area share |
|---|---|---|---|
| xor+xnor | 8 | 8 | 0.0529 |
| flops | 26 | 26 | 0.417 |
| compound gates | 48 | 48 | 0.196 |
| simple gates | 65 | 65 | 0.210 |
| fa+ha+maj | 4 | 4 | 0.0316 |
| buf+inv | 14 | 34 | 0.0355 |
| mux | 9 | 9 | 0.0576 |
==> routing by layer <==
metal | routed length [um] | global-route usage | part of all wire | vias up
met5 | 0 | 0 | 0 | -
met4 | 23 | 0.00417 | 0.0063 | 0
met3 | 234 | 0.0178 | 0.064 | 2
met2 | 1640 | 0.0880 | 0.45 | 33
met1 | 1780 | 0.0837 | 0.48 | 617
li1 | - | - | - | 666
==> power by group through the flow <==
| stage | clock network, mW | registers [mW] | logic (mW) |
|---|---|---|---|
| final | 0.133 | 0.428 | 0.505 |
| after global routing | 0.148 | 0.446 | 0.578 |
| after CTS | 0.135 | 0.429 | 0.513 |
==> worst reg2reg max path, cell delays in order (launching register included) <==
cell     delay (ns)
dfstp_2        0.39
inv_1          0.07
ha_1           0.18
nor4b_2        0.19
buf_4          0.21
nand4_1        0.22
nor2_2         0.52
nor2_1         0.08
a21oi_1        0.12
==> worst paths after layout <==
kind / startpoint / endpoint / cells after the start
worst max-delay path: baud_pulse / shft_reg[4] / 5
worst min-delay path: parity_out / parity_out / 2
max in group asynchronous: rst / state[0] / 3
worst min register to register: parity_out / parity_out / 2
min in group asynchronous: rst / shft_reg[7] / 3
worst max register to register: count[0] / shft_reg[4] / 8
==> cell usage in the layout, fill, tap and decap left out, types with 2 or more instances in the layout <==
master | synthesis | final
buf_4 | 0 | 2
nor3_1 | 5 | 5
xor2_1 | 2 | 2
nand2_1 | 16 | 16
mux2i_1 | 8 | 8
a21oi_1 | 15 | 15
o21ai_0 | 10 | 10
dfstp_2 | 8 | 8
nand2b_1 | 3 | 3
or3_1 | 2 | 2
clkdlybuf4s50_1 | 0 | 21
clkbuf_8 | 0 | 3
ha_1 | 4 | 4
and2_1 | 2 | 2
nor2b_1 | 2 | 2
dfrtp_1 | 18 | 18
inv_1 | 7 | 7
a31oi_1 | 5 | 5
o211ai_1 | 2 | 2
o21a_1 | 2 | 2
a32o_1 | 2 | 2
nand3_1 | 3 | 3
nor3b_1 | 2 | 2
nor2_1 | 20 | 20
xnor2_1 | 5 | 5
a21o_1 | 3 | 3
nand4_1 | 3 | 3
==> layout make-up <==
cell class | instances | area, um2 | area share
clock buffer | 3 | 41.3 | 0.0211
clock inverter | 1 | 3.75 | 0.00191
inverter | 7 | 26.3 | 0.0134
multi-input combinational | 134 | 868 | 0.443
sequential | 26 | 661 | 0.337
tap | 108 | 135 | 0.0689
timing repair buffer | 23 | 225 | 0.115
Power figures rest on the tool's default switching activity, not on a simulated workload.
